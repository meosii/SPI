==> ./run.sh <==
#!/bin/bash
# OpenROAD 26Q1-2900-gdf79404cd8, Yosys 0.63+post, stock flow scripts
make -C /OpenROAD-flow-scripts/flow DESIGN_CONFIG=/design/flow/config.mk WORK_HOME=/design/flow/orfs finish
==> ./config.mk <==
export PLATFORM = sky130hd
export DESIGN_NAME = loopback
export DESIGN_NICKNAME = loopback
export VERILOG_FILES = /design/flow/design.v
export SDC_FILE = /design/flow/constraint.sdc
export NUM_CORES = 4
export LEC_CHECK = 1
export CORE_UTILIZATION = 50
==> ./constraint.sdc <==
current_design loopback

set clk_period 5.1
set clk_io_pct 0.2

create_clock -name clk0 -period $clk_period [get_ports {clk_m}]
create_clock -name clk1 -period $clk_period [get_ports {clk_s}]

set non_clock_inputs [all_inputs -no_clocks]
set_input_delay [expr $clk_period * $clk_io_pct] -clock clk0 $non_clock_inputs
set_output_delay [expr $clk_period * $clk_io_pct] -clock clk0 [all_outputs]
==> ./design.v <==
module master_spi(
    input wire clk_m,
    input wire rst_n,
    input wire [8 - 1:0] data_in_master,  
    input wire start,
    input wire miso,
    output reg sclk_m,
    output wire mosi,
    output reg finish,
    output reg ss,  
    output reg [8 - 1:0] data_out_master
);
reg [1:0] c_state;
reg [1:0] n_state;
reg [$clog2(8):0] cnt_data_width;
reg [$clog2(10) - 1:0] cnt_clock;
reg sclk_m_r0;
wire sclk_m_pos;
wire sclk_m_neg;
wire shift_en;
wire sampl_en;
reg [8 - 1:0] data_in_master_r;
reg [8 - 1:0] data_out_master_r;
always @(posedge clk_m or negedge rst_n) begin
    if (!rst_n) begin
        c_state <= 0;
    end else begin
        c_state <= n_state;
    end
end
always @(*) begin
    case(c_state)
    0:    n_state <= (start)? 1 : 
                                  0;
    1:   n_state <= 2;
    2:     n_state <= (cnt_data_width == 8)? 3 :
                                                          2;
    3:  n_state <= 0;
    default: n_state <= 0;
    endcase
end
always @(posedge clk_m or negedge rst_n) begin
    if (!rst_n) begin
        cnt_clock <= 0;
        finish <= 0;
        ss <= 1;
        data_in_master_r <= 0;
        data_out_master <= 0;
    end else begin
        case(n_state)  
        0: begin
            cnt_clock <= 0;
            cnt_data_width <= 0;
            finish <= 0;
            ss <= 1;
            data_out_master <= data_out_master;
        end
        1: begin
            ss <= 0;
            data_in_master_r <= data_in_master;
            data_out_master <= 0;
	    end
        2: begin
            if (cnt_clock < 10) begin  
                cnt_clock <= cnt_clock + 1;
            end else begin
                cnt_clock <= 1;
            end
            if (sclk_m_pos) begin
                cnt_data_width <= cnt_data_width + 1;
            end else begin
                cnt_data_width <= cnt_data_width;
            end
            if (shift_en) begin
                data_in_master_r <= {data_in_master_r[8 - 2:0],1'b0};
            end else begin
                data_in_master_r <= data_in_master_r;
            end
            data_out_master <= 0;
        end
        3: begin
            cnt_data_width <= 0;
            cnt_clock <= 0;
            finish <= 1;
            ss <= 1;
            data_out_master <= data_out_master_r;
        end
	endcase
    end
end
assign mosi = data_in_master_r[8 - 1];
always @(posedge clk_m or negedge rst_n) begin
    if (!rst_n) begin
        sclk_m <= 0;
    end else if (c_state == 2) begin
        if (cnt_clock == (10/2) || cnt_clock == (10)) begin
            sclk_m <= ~sclk_m;
        end else begin
            sclk_m <= sclk_m;
        end
    end else begin
        sclk_m <= 0;
    end
end
always @(posedge clk_m or negedge rst_n) begin
    if (!rst_n) begin
        sclk_m_r0 <= 0;
    end else begin
        sclk_m_r0 <= sclk_m;
    end
end
assign sclk_m_pos = (sclk_m && !sclk_m_r0)? 1:0;
assign sclk_m_neg = (!sclk_m && sclk_m_r0)? 1:0;
assign sampl_en = (0 ^ 1)? sclk_m_neg : 
                                   sclk_m_pos;  
assign shift_en = (0 ^ 1)? sclk_m_pos : 
                                   sclk_m_neg;  
always @(posedge clk_m or negedge rst_n) begin
    if (!rst_n) begin
        data_out_master_r <= 0;
    end else if (sampl_en) begin
        data_out_master_r <= {data_out_master_r[8 - 2:0],miso};
    end else begin
        data_out_master_r <= data_out_master_r;
    end
end
endmodule
module slave_spi (
input wire clk_s,
input wire sclk_s,
input wire ss,  
input wire rst_n,
input wire mosi,
input wire [8 - 1:0] data_in_slave,  
output wire miso,
output reg [8 - 1:0] data_out_slave,  
output reg data_valid
);
reg [8 - 1:0] data_in_slave_r;
reg sclk_s_r0;
wire sclk_s_pos;
wire sclk_s_neg;
wire shift_en;
wire sampl_en;
reg ss_r0;
wire ss_neg;
reg [8 - 1:0] data_out_slave_r;
reg [$clog2(8):0] cnt;
always @(posedge clk_s or negedge rst_n) begin
    if (!rst_n) begin
        sclk_s_r0 <= 0;
    end else begin
        sclk_s_r0 <= sclk_s;
    end
end
assign sclk_s_pos = (sclk_s && !sclk_s_r0)? 1:0;
assign sclk_s_neg = (!sclk_s && sclk_s_r0)? 1:0;
assign sampl_en = (0 ^ 1)? sclk_s_neg:sclk_s_pos;
assign shift_en = (0 ^ 1)? sclk_s_pos:sclk_s_neg;
always @(posedge clk_s or negedge rst_n) begin
    if (!rst_n) begin
        ss_r0 <= 0;
    end else begin
        ss_r0 <= ss;
    end
end
assign ss_neg = (!ss && ss_r0)? 1:0;
always @(posedge clk_s or negedge rst_n) begin
    if (!rst_n) begin
        data_in_slave_r <= 0;
    end else if(ss_neg) begin
        data_in_slave_r <= data_in_slave;
    end else if (shift_en) begin
        data_in_slave_r <= {data_in_slave_r[8 - 2:0],1'b0};
    end else begin
        data_in_slave_r <= data_in_slave_r;
    end
end
assign miso = data_in_slave_r[8 - 1];
always @(posedge clk_s or negedge rst_n) begin
    if (!rst_n) begin
        data_out_slave_r <= 0;
    end else if (sampl_en) begin
        data_out_slave_r <= {data_out_slave_r[8 - 2:0],mosi};
    end else begin
        data_out_slave_r <= data_out_slave_r;
    end
end
always @(posedge clk_s or negedge rst_n) begin
    if (!rst_n) begin
        cnt <= 0;
    end else if (sampl_en && (cnt < 8)) begin  
        cnt <= cnt + 1;
    end else if (ss_neg) begin
        cnt <= 0;
    end else begin
        cnt <= cnt;
    end
end
always @(posedge clk_s or negedge rst_n) begin
    if (!rst_n) begin
        data_out_slave <= 0;
        data_valid <= 0;
    end else if (cnt == 8) begin
        data_out_slave <= data_out_slave_r;
        data_valid <= 1;
    end else begin
        data_out_slave <= 0;
        data_valid <= 0;
    end
end
endmodule
module loopback(
input wire clk_m,
input wire clk_s,
input wire rst_n,
input wire [DATA_WIDTH - 1:0] data_in_master,
input wire [DATA_WIDTH - 1:0] data_in_slave,
input wire start,
output wire finish,  
output wire [DATA_WIDTH - 1:0] data_out_master,  
output wire [DATA_WIDTH - 1:0] data_out_slave  
);
parameter DATA_WIDTH = 8;
wire sclk;
wire miso;
wire mosi;
wire ss;
master_spi m0(
    .clk_m(clk_m),
    .rst_n(rst_n),
    .data_in_master(data_in_master),
    .start(start),
    .miso(miso),
    .sclk_m(sclk),
    .mosi(mosi),
    .finish(finish),
    .ss(ss),
    .data_out_master(data_out_master)
);
slave_spi s0(
    .clk_s(clk_s),
    .sclk_s(sclk),
    .ss(ss),
    .rst_n(rst_n),
    .mosi(mosi),
    .data_in_slave(data_in_slave),
    .miso(miso),
    .data_out_slave(data_out_slave)
);
endmodule
==> results_tabular.tex <==
% Table of physical implementation metrics
\begin{tabular}{lr}
\hline
Metric & Value \\
\hline
\multicolumn{2}{l}{\textbf{Critical path}} \\
\quad Data required time at the worst endpoint & 5030 ps \\
\quad Delay contributed by the slowest stage of the critical path & 520 ps \\
\quad Reg2reg path depth & 8 \\
\quad Peak fanout along the critical path & 11 \\
\quad Slack of the worst reg-to-reg path & 2520 ps \\
\quad Critical path data arrival time & 2960 ps \\
\quad Worst path buffer plus inverter count & 1 \\
\quad Destination of the worst register-to-register timing path & m0.cnt\_data\_width[3]\$\_SDFFCE\_PN0P\_ \\
\quad Reg-to-reg critical path startpoint & m0.cnt\_data\_width[0]\$\_SDFFCE\_PN0P\_ \\
\quad Cell class contributing the biggest share of worst-path delay & simple AND/OR/NAND/NOR gates \\
\quad Sequence of cells on the critical path & clkdlybuf4s50\_1, and2\_1, nor2\_1, ha\_1, nand3b\_1, a21boi\_0 \\
\quad Type of element capturing the critical path & register \\
\quad Startpoint class of the critical path & primary input \\
\quad Critical path start-end classification & primary input to register \\
\quad Slowest cell on crit path & a21boi\_0 \\
\multicolumn{2}{l}{\textbf{Power and ir drop}} \\
\quad Worst vdd ir & 0.2085 mV \\
\quad Seq pwr share & 52.9\% \\
\quad Switch Pwr & 0.2130 mW \\
\quad Part of the power in the clock network & 43.9\% \\
\quad Internal portion of total power & 0.8584 mW \\
\quad Fraction of power consumed by combinational cells & 3.2\% \\
\quad Static power due to leakage & 1.697 nW \\
\quad Switching part of the total & 19.88\% \\
\quad Total power divided by cell area & 291.2 nW/um\^{}2 \\
\multicolumn{2}{l}{\textbf{Global routing}} \\
\quad Number of global-route vias before repair & 1723 \\
\quad Gr ovfl total & 0 \\
\quad Maximum number of pins on one net before global-route repair & 37 \\
\quad Overall track demand over capacity in global routing & 17.25\% \\
\quad Number of antenna violations at the first check in global routing & 0 \\
\quad Wire length of the first global-routing pass & 8.211 mm \\
\multicolumn{2}{l}{\textbf{Final timing}} \\
\quad Setup\_tns & 0 ps \\
\quad Pin slew with the least headroom to its limit & 844.1 ps \\
\quad Skew final & 8.232 ps \\
\quad Final hold vios & 0 \\
\quad Worst slew margin & 43.61\% \\
\quad Pins Over Slew Limit & 0 \\
\quad Final setup fails & 0 \\
\quad Unrepaired setup endpoints after global routing & no \\
\multicolumn{2}{l}{\textbf{Final layout}} \\
\quad Area occupied by multi-input gates & 1187 sq um \\
\quad Final design instance area without fill & 3680 sq um \\
\quad Share of cells above drive strength 1 & 19.11\% \\
\quad Register cell area after layout & 1774 sq um \\
\quad Layout fillers & 481 \\
\quad Area growth from synthesis to layout & 20.34\% \\
\multicolumn{2}{l}{\textbf{Synthesis}} \\
\quad Post-synthesis instance area & 3058 sq um \\
\quad Post-synthesis average cell area & 12.18 sq um \\
\quad Distinct cells, synth & 35 \\
\quad Synth mux share & 14.73\% \\
\quad Adder-cell share of the synthesized area & 5.319\% \\
\quad Flops after synth & 70 \\
\quad Part of the Yosys area used for sequential elements & 58.02\% \\
\quad Ao+oa area frac & 6.424\% \\
\quad Main combinational cell family by area after synthesis & multiplexers \\
\quad Chip area from the yosys synthesis statistics & 3058 sq um \\
\quad Post-Synthesis Cells & 251 \\
\quad Area fraction in and, or, nand and nor cells & 11.78\% \\
\quad YS warnings & 2 \\
\quad \# Cells Yosys & 251 \\
\quad Share of the synthesized netlist area taken by xor and xnor gates & 0.5728\% \\
\multicolumn{2}{l}{\textbf{Placement}} \\
\quad Final weighted congestion in routability-driven placement & 0.8057 \\
\quad Area post-placement & 3453 sq um \\
\quad Estimated wirelength of the detail-placed design & 3.194 mm \\
\quad Port Buf Inserts & 35 \\
\multicolumn{2}{l}{\textbf{Floorplanning}} \\
\quad Fraction of the core area occupied by cells at floorplan & 51.65\% \\
\quad Number of ports placed on the die boundary & 37 \\
\quad X dimension of the die & 80.21 um \\
\quad Overall chip area & 6433 sq um \\
\quad Standard cell core area & 5921 sq um \\
\quad Vertical extent of the die & 80.21 um \\
\quad Site row count & 28 \\
\multicolumn{2}{l}{\textbf{CTS}} \\
\quad Total number of clock tree sinks & 70 \\
\quad Clock tree from TritonCTS & done \\
\quad CTS Hold Buffers Added & 0 \\
\quad Resize count post-CTS & 0 \\
\quad Clock-pin slew on the worst setup and hold paths & 80 ps \\
\quad Post-CTS setup buffer count & 0 \\
\multicolumn{2}{l}{\textbf{Route}} \\
\quad Antenna Nets Post-Route & 0 \\
\quad Number of remaining DRC errors & 0 \\
\quad WL per Instance & 12.78 um \\
\quad Via-to-Cell Ratio & 5.068 \\
\quad Routed via count & 1865 \\
\quad Wirelength, routed & 4.704 mm \\
\quad 1st-pass router iterations & 6 \\
\quad Number of violations reported at the end of detailed-routing iteration 0 & 79 \\
\quad Number of diodes added for antenna fixing & 0 \\
\multicolumn{2}{l}{\textbf{Run}} \\
\quad Number of warning messages in the logs & 36 \\
\quad Max-cap check violation count & 0 \\
\multicolumn{2}{l}{\textbf{Min path}} \\
\quad Worst Hold Path Cells & 1 \\
\quad Sink of the worst hold path & m0.c\_state[0]\$\_DFF\_PN1\_ \\
\quad HP Class & register to register \\
\quad Hold Crit Start & m0.c\_state[3]\$\_DFF\_PN0\_ \\
\multicolumn{2}{l}{\textbf{Status}} \\
\quad Result of the run & finished, final reports clean \\
\hline
\end{tabular}
## layout make-up
type                            count  share of cell area, %
Clock inverter                      1                 0.2380
Sequential cell                    70                  48.21
Timing Repair Buffer               36                  9.589
Clock buffer                       15                  5.916
Tap cell                           75                  2.550
Inverter                           12                  1.224
Multi-Input combinational cell    159                  32.27
## cell usage after synthesis
library cell	instances	area (sq um)
buf_6	1	11.26
nand4b_1	1	8.760
nor4b_1	1	8.760
nor2_1	13	48.80
clkbuf_1	6	22.52
mux2_2	32	360.4
o211ai_1	1	7.510
xnor2_1	1	8.760
a211oi_1	2	15.01
o21ai_2	1	8.760
nand2_1	21	78.83
xor2_1	1	8.760
edfxtp_1	4	120.1
and3b_1	2	17.52
and2_1	9	56.30
ha_1	13	162.7
inv_1	12	45.04
nand3b_1	4	30.03
o21ai_0	16	80.08
nor3b_1	1	7.510
a21oi_1	11	55.05
dfrtp_1	64	1602
or2_2	2	12.51
or3b_2	1	8.760
a21o_1	3	22.52
a21boi_0	1	7.510
buf_2	2	10.01
dfstp_2	2	52.55
nand2b_1	3	18.77
nand4bb_1	1	11.26
buf_4	1	7.510
nand4_1	1	6.260
nor2b_1	5	31.28
mux2i_1	9	90.09
nand3_1	3	15.01
## worst max-delay path by stage
stage,depth (start not counted),endpoint,start
6_report,6,m0.cnt_data_width[3]$_SDFFCE_PN0P_,start
5_1_grt,6,m0.cnt_data_width[0]$_SDFFCE_PN0P_,start
4_1_cts,6,m0.cnt_data_width[3]$_SDFFCE_PN0P_,start
## flip-flops by register name, indices dropped and copies added, names as in the netlist
signal	flops
m0.sclk_m_r0	1
m0.data_out_master_r	8
m0.cnt_data_width	4
s0.data_out_slave	8
m0.cnt_clock	4
m0.sclk_m	1
s0.data_in_slave_r	8
s0.data_out_slave_r	8
m0.data_out_master	8
m0.ss	1
s0.cnt	4
s0.ss_r0	1
m0.finish	1
m0.c_state	4
s0.sclk_s_r0	1
m0.data_in_master_r	8
## cells by family (layout without fill, tap and decap cells)
family	count (synthesis)	after routing
AOI/OAI and AO/OA	35	35
muxes	41	41
adders and majority gates	13	13
DFF	70	70
buffers and inverters	22	64
xor gates and xnor gates	2	2
and+or+nand+nor	68	68
## layout by cell type (no fill, tap or decap), drive strengths merged, types with 2 or more instances in the layout
cell,n
a211oi,2
a21o,3
a21oi,11
and2,9
and3b,2
buf,2
clkbuf,15
clkdlybuf4s50,34
dfrtp,64
dfstp,2
edfxtp,4
ha,13
inv,12
mux2,32
mux2i,9
nand2,21
nand2b,3
nand3,3
nand3b,4
nor2,13
nor2b,5
o21ai,17
or2,2
## routing by layer
layer	vias to the layer above	track usage [%]	wire, um
li1	930	-	-
met3	7	4.729	188
met1	895	31.46	2564
met4	0	2.500	51
met5	-	0	0
met2	33	22.05	1899
## through the flow
stage | setup slack (ps) | utilization (%) | hold WS [ps] | std cells | total power, mW
after CTS | 2064 | 62.15 | 430.1 | 368 | 1.088
after global placement | 1780 | 58.33 | 404.8 | 352 | 0.6123
final | 2062 | 62.15 | 427.1 | 368 | 1.071
after floorplan | 2657 | - | 391.2 | 251 | 0.5858
after global routing | 1860 | 62.15 | 443.0 | 368 | 1.118
after detailed placement | 1746 | 58.33 | 405.0 | 352 | 0.6125
## power by group through the flow
stage | combinational [mW] | clock, mW | sequential, mW
6_report | 0.0340 | 0.471 | 0.567
5_1_grt | 0.0388 | 0.512 | 0.567
4_1_cts | 0.0352 | 0.486 | 0.567
No activity file was given, so power comes from the tool's default toggle rates.
